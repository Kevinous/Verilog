$ cat design/flow/config.mk
export PLATFORM = sky130hd
export DESIGN_NAME = adc_driver
export DESIGN_NICKNAME = adc_driver
export VERILOG_FILES = /design/flow/design.v
export SDC_FILE = /design/flow/constraint.sdc
export NUM_CORES = 4
export LEC_CHECK = 1
export CORE_UTILIZATION = 50
$ cat design/flow/constraint.sdc
current_design adc_driver

set clk_period 3.5
set clk_io_pct 0.2

create_clock -name clk0 -period $clk_period [get_ports {clk}]

set non_clock_inputs [all_inputs -no_clocks]
set_input_delay [expr $clk_period * $clk_io_pct] -clock clk0 $non_clock_inputs
set_output_delay [expr $clk_period * $clk_io_pct] -clock clk0 [all_outputs]
$ cat design/flow/design.v
`timescale 1ns / 1ps
module adc_driver(
	input clk, nrst, 
	output reg CONVST, SCLK, DIN,
	input SDO,
	output reg [15:0] data,
    output reg Enable
);
	reg [15:0] shift_reg; 
	reg [3:0] p_count;
	reg [5:0] wait_count;
	reg [6:0] sample_count, last_clkcnt, last_datacnt;
	reg[2:0] cstate, nstate;
	parameter IDLE = 3'b001;
	parameter WAIT = 3'b010;
	parameter SAMPLE = 3'b100;
initial begin 
	p_count = 4'b0; wait_count = 3'b0; sample_count = 7'b0; data = 16'b0;
	last_clkcnt = 7'b0;last_datacnt = 7'b0; cstate = IDLE; shift_reg = 'b0;
	DIN = 'b1; Enable = 'b0;  end
always@(posedge clk or negedge nrst) begin
	if(!nrst) 	cstate <= IDLE;
	else cstate <= nstate;
end
always@(posedge clk or negedge nrst) begin
	if(!nrst)	p_count <= 4'b0;
	else p_count <= p_count + 4'b1;
end
always@( posedge clk or negedge nrst) begin
	if(!nrst) 	wait_count <= 6'd0;
	else if((cstate == WAIT)&& (wait_count < 6'd60)) 
	wait_count <= wait_count + 1'b1;
	else wait_count <= 6'd0;
end
always@( posedge clk or negedge nrst) begin
	if(!nrst) 	sample_count <= 7'b0;
	else if((cstate == SAMPLE)&& (sample_count < 7'd40)) 
	sample_count <= sample_count + 1'b1;
	else sample_count <= 7'b0;
end
always@(*) begin
	nstate = IDLE;
	case(cstate)
		IDLE:begin
			if(p_count == 4'd15)	nstate <= WAIT;
			else nstate <= IDLE;
		end
		WAIT:begin
			if(wait_count == 6'd60)	nstate <= SAMPLE;
			else nstate <= WAIT;	
		end
		SAMPLE:begin
			if(sample_count == 7'd40) nstate <= WAIT;
			else nstate <= SAMPLE;
		end
		default:begin
			nstate <= IDLE;
		end
	endcase
end
always@(posedge clk or negedge nrst) begin 
	if(!nrst) begin
		CONVST <= 1'b1;
		SCLK <= 1'b1;
		shift_reg <= 'b0;
	end
	else begin
	case(cstate)
		IDLE:begin
			CONVST <= 1'b1;
			SCLK <= 1'b1;
			shift_reg <= 'b0;
			Enable <= 1'b0;
		end
		WAIT:begin
			CONVST <= 1'b1;
			SCLK <= 1'b1;
			shift_reg <= 'b0;
			last_clkcnt <= 6'b0;
			last_datacnt <= 6'b0;
			Enable <= 1'b0;
		end
		SAMPLE:begin
			CONVST <= 1'b0;	
			if((sample_count - last_clkcnt == 2'd1)||(sample_count== 2)) begin
				SCLK = ~SCLK;
				last_clkcnt <= sample_count;
				if((sample_count > 7'd2)&&(!SCLK)&&(sample_count < 7'd34))begin
					shift_reg <={shift_reg[14:0],SDO};
				end
			end
			if(sample_count > 7'd33)	data <= shift_reg;
			if(sample_count == 7'd34)    Enable <= 1'b1;
			if(sample_count == 7'd35)    Enable <= 1'b0;	
		end
		default:begin
			CONVST <=1'b1;
			SCLK <= 1'b1;
			shift_reg <= 'b0;
			data <= 16'b0;
			last_clkcnt <= 6'b0;
			last_datacnt <= 6'b0;
		end
	endcase
	end
end
endmodule 
$ cat design/flow/run.sh
#!/bin/bash
# OpenROAD 26Q1-2900-gdf79404cd8, Yosys 0.63+post, stock flow scripts
make -C /OpenROAD-flow-scripts/flow DESIGN_CONFIG=/design/flow/config.mk WORK_HOME=/design/flow/orfs finish
==> results_slide.txt <==
Implementation Results

Floorplan
  • FP Util: 0.522
  • I/O pins: 23
  • Die Ht: 78.1 µm
  • Die width: 78.1 µm
  • Core area: 0.00554 mm²
  • Die area: 0.00609 mm²
  • Row cnt: 27

Final timing
  • Max frequency: 0.334 GHz
  • Skew final: 0.00648 ns
  • Final min period: 2.99 ns
  • Worst Tran Pin Value: 0.512 ns
  • Max-slew violation count: 0
  • Unrepaired setup endpoints after global routing: false
  • Setup slack after layout: 0.508 ns
  • Setup-failing EPs final: 0
  • Slew headroom: 0.656
  • Final hold violation count: 0
  • Tcrit/Tclk final: 0.855
  • Setup TNS: 0 ns

Route
  • Via density: 5.01
  • Met2 routed WL: 2200 µm
  • Max Used Layer: met4
  • Post-Route WL: 4820 µm
  • Drt pass-1 iters: 3
  • WL/cell: 13.4 µm
  • Initial DRC Count: 47
  • DRT met1 WL: 2410 µm
  • DR DRC count: 0
  • Ant. Diodes: 0
  • Met3 routed WL: 184 µm
  • Final ANT Viol Nets: 0
  • Via count: 1805

Synth
  • Synthesized area: 0.00289 mm²
  • Avg Inst Size Synth: 11.5 µm²
  • Ys Warns: 1
  • Distinct lib cells used: 44
  • Cells in synth_stat.txt: 252
  • Yosys chip area: 0.00289 mm²
  • Syn Inst Count: 252
  • Ys flops: 62
  • Seq share, synth: 0.579

Setup path
  • CP arrival: 3.20 ns
  • Crit start category: register
  • Max FO, Critical Path: 16
  • Crit-path cells: inv_1, ha_1, fa_1, nor2b_1, o31a_1, a21oi_1, or3_4, a211oi_4, buf_4, mux2_4
  • Cell family with most CP delay: adder cells
  • CP Capture Type: register
  • Worst stage delay on the critical path: 0.47 ns
  • Slowest stage cell, crit path: dfrtp_1
  • CP Class: register to register
  • WP data required: 3.71 ns
  • Buf/Inv on CP: 2

GRT
  • Number of global-route vias before repair: 1751
  • Total gr overflow: 0
  • Pin count of the biggest net entering global routing: 30
  • First-pass GRT wire length: 8280 µm
  • Initial antenna violation count: 0
  • GRT Util Overall: 0.188

Clocking
  • # hold bufs at CTS: 0
  • Clk sinks: 62
  • CTS H-tree lvls: 3
  • CTS resizes: 0
  • # Post-CTS Setup Buffers: 0
  • Clock transition at the registers of the reported paths: 0.07 ns
  • Maximum buffer depth of the clock tree: 2
  • Clk latency late pin: 0.33 ns
  • Root Driver: clkbuf_8
  • CTS buffer count: 9
  • CTS tree: done

Pwr
  • Tot Pwr: 1.48 mW
  • Combinational share of power: 0.011
  • NetSw: 286 µW
  • Switching share of power: 0.193
  • Leak Pwr: 1.54 nW
  • Reg power frac: 0.508
  • Clk pwr share: 0.480
  • Max VDD drop: 0.000283 V
  • P_int: 1.20 mW
  • PD cells: 432 mW/mm²

Placement
  • Dpl ws: 0.520 ns
  • Cells after DPL: 344
  • GPL Wtd Cong: 0.850
  • Post-DP Area: 0.00320 mm²
  • DPL Wire Length: 3290 µm
  • Port Buffers: 21

Final layout
  • Layout Area Growth over Synthesis: 18.6%
  • Share of cells above drive strength 1: 0.115
  • Commonest Layout Cell: dfrtp_1
  • Top Layout Cells: dfrtp_1, inv_1, edfxtp_1
  • Non-Filler Instances: 360
  • Post-Layout Inst Area: 0.00343 mm²

Min path
  • HP Class: input pin to async pin

Run status
  • Status: completed

Job
  • Tool warnings: 28
  • Max-cap violations: 0
[cell families (layout without fill, tap and decap cells)]
family | Yosys count | count (layout) | share of synthesized area
AND-OR/OR-AND | 30 | 30 | 0.0714
XOR/XNOR | 10 | 10 | 0.0303
adder cells (fa/ha/maj) | 13 | 13 | 0.0588
buffers and inverters | 35 | 71 | 0.0510
flip-flops | 62 | 62 | 0.579
multiplexers | 17 | 17 | 0.0606
other | 2 | 2 | 0.00260
AND/OR/NAND/NOR | 83 | 83 | 0.146
[final timing paths]
check	from	to	slack (ns)	depth (start not counted)
max	sample_count[0]	shift_reg[15]	0.51	10
min	nrst	sample_count[2]	0.24	1
max reg2reg	sample_count[0]	shift_reg[15]	0.51	10
min reg2reg	p_count[0]	p_count[0]	0.45	1
max in group asynchronous	nrst	cstate[0]	2.57	2
min in group clk0	p_count[0]	p_count[0]	0.45	1
[worst reg2reg max path, cell delays in order, from the launching register on]
cell and delay, ns:
dfrtp_1 0.47, inv_1 0.13, ha_1 0.24, fa_1 0.41, nor2b_1 0.16, o31a_1 0.18, a21oi_1 0.08, or3_4 0.35
a211oi_4 0.20, buf_4 0.32, mux2_4 0.33
[metrics by stage]
stage | utilization | hold WS (ns)
floorplan | - | 0.404
detailed placement | 0.577 | 0.450
global route | 0.619 | 0.236
finish | 0.619 | 0.239
CTS | 0.619 | 0.231
global placement | 0.577 | 0.446
[synth_stat cells (all sizes together)]
master	instances	area share
dfrtp	35	0.30
inv	29	0.038
edfxtp	24	0.25
nand2	23	0.030
nor2	20	0.026
mux2i	16	0.055
ha	12	0.052
and3	9	0.019
o21ai	9	0.016
a21oi	8	0.014
nand3	7	0.012
xor2	6	0.018
xnor2	4	0.012
buf	3	0.0095
clkbuf	3	0.0039
dfstp	3	0.027
nand2b	3	0.0065
nand4b	3	0.0091
nor2b	3	0.0065
nor3	3	0.0052
nor3b	3	0.0078
or3	3	0.0099
a211o	2	0.0061
a31oi	2	0.0043
conb	2	0.0026
nor4	2	0.0043
o21a	2	0.0052
a2111oi	1	0.0052
a211oi	1	0.0069
a21boi	1	0.0026
a221oi	1	0.0030
and2b	1	0.0026
fa	1	0.0069
mux2	1	0.0052
nand3b	1	0.0026
nand4	1	0.0022
o221ai	1	0.0030
o31a	1	0.0030
o31ai	1	0.0026
or2	1	0.0022
[routing by layer]
| layer | GRT usage | up-vias |
|---|---|---|
| met2 | 0.281 | 22 |
| met5 | 0 | - |
| met4 | 0.0167 | 0 |
| met3 | 0.0519 | 2 |
| met1 | 0.311 | 850 |
| li1 | - | 931 |
[area by class of cell]
| cell class | instances | area (µm²) |
|---|---|---|
| flip-flops and latches | 62 | 1680 |
| repair buffers | 26 | 243 |
| fillers | 460 | 2110 |
| multi-input cells | 155 | 1080 |
| clock inverters | 5 | 81.3 |
| well taps | 72 | 90.1 |
| clock buffers | 11 | 151 |
| inverters | 29 | 109 |
[power by group through the flow]
| stage | clock network [mW] | logic [mW] | registers, mW |
|---|---|---|---|
| 4_1_cts | 0.732 | 0.0178 | 0.754 |
| 5_1_grt | 0.763 | 0.0197 | 0.753 |
| 6_report | 0.713 | 0.0167 | 0.754 |
No activity file was given, so power comes from the tool's default toggle rates.
