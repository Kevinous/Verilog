**./config.mk**
```make
export PLATFORM = sky130hd
export DESIGN_NAME = dac_driver
export DESIGN_NICKNAME = dac_driver
export VERILOG_FILES = /design/flow/design.v
export SDC_FILE = /design/flow/constraint.sdc
export NUM_CORES = 4
export LEC_CHECK = 1
export CORE_UTILIZATION = 40
```
**./design.v**
```verilog
module dac_driver(
	input clk, nrst, 
	input wire unsigned [15:0] data,
	output reg CS, CLK, SDI
);
	reg [3:0] p_count;
	reg [5:0] wait_count;
	reg [5:0] conv_count;
	reg unsigned [15:0] data_reg;
	reg [2:0] cstate, nstate;
	localparam IDLE = 3'b001;
	localparam WAIT = 3'b010;
	localparam CONV = 3'b100;
	initial begin p_count = 4'b0; wait_count = 2'b0; conv_count = 6'b0; cstate = IDLE; end
	always@(posedge clk or negedge nrst) begin
		if(!nrst)
			cstate <= IDLE;
		else
			cstate <= nstate;
	end
	always@(posedge clk or negedge nrst) begin
		if(!nrst)
			p_count <= 4'b0;
		else
			p_count <= p_count + 4'b1;
	end
	always@(posedge clk or negedge nrst) begin
		if(!nrst)
			wait_count <= 6'b0;
		else if(cstate == WAIT || nstate == WAIT)
			if(wait_count < 6'd62)
			wait_count <= wait_count + 2'b1;
			else
			wait_count <= 6'b0;	
	end
	always@(posedge clk or negedge nrst) begin
		if(!nrst)
			conv_count <= 6'b0;
		else if(cstate == CONV) 
			if(conv_count < 6'd36)		     
			conv_count <= conv_count + 6'b1;     
			else
			conv_count <= 6'b0;
	end
	always@(cstate, p_count, wait_count, conv_count) begin
		nstate = IDLE;
		case(cstate)
		IDLE: begin
			if(p_count == 4'd15)
				nstate = WAIT;
			else 
				nstate = IDLE;
			end
		WAIT: begin
			if(wait_count == 2'd3)
				nstate = CONV;
			else 
				nstate = WAIT;
			end
		CONV: begin
			if(conv_count == 6'd36)
				nstate = WAIT;
			else
				nstate = CONV;
			end
		default: begin
			nstate = IDLE;
			end
		endcase
	end
	always@(posedge clk or negedge nrst) begin
		if(!nrst) begin
			CS <= 1'b1;
			CLK <= 1'b1;
			SDI <= 1'b0;
			end
		else 
		case(cstate)
			IDLE: begin
				CS <= 1'b1;
				CLK <= 1'b1;
				SDI <= 1'b0;
				data_reg <= 16'b0;
				end
			WAIT: begin
				CS <= 1'b1;
				CLK <= 1'b1;
				SDI <= 1'b0;
				if(wait_count == 2'd2) begin
					data_reg <= data;
					end
				else 	data_reg <= data_reg;
				end
			CONV: begin					   
				CS <= 1'b0;
				if((conv_count >= 0)&&(conv_count < 6'd32)) 
				CLK = ~CLK;				   
				if(( !CLK)&&(conv_count[0]==1'b0)) begin 
				data_reg <= {data_reg[14:0],1'b0};
				SDI <= data_reg[15];  end
				else
					data_reg <= data_reg;
				end
			default: begin
				CS <= 1'b1;
				CLK <= 1'b1;
				SDI <= 1'b0;
				data_reg <= data_reg;
				end
			endcase
	end
endmodule
```
**./run.sh**
```bash
#!/bin/bash
# OpenROAD 26Q1-2900-gdf79404cd8, Yosys 0.63+post, stock flow scripts
make -C /OpenROAD-flow-scripts/flow DESIGN_CONFIG=/design/flow/config.mk WORK_HOME=/design/flow/orfs finish
```
**./constraint.sdc**
```tcl
current_design dac_driver

set clk_period 5.0
set clk_io_pct 0.2

create_clock -name clk0 -period $clk_period [get_ports {clk}]

set non_clock_inputs [all_inputs -no_clocks]
set_input_delay [expr $clk_period * $clk_io_pct] -clock clk0 $non_clock_inputs
set_output_delay [expr $clk_period * $clk_io_pct] -clock clk0 [all_outputs]
```
==> metrics.txt <==
# HELP chip_impl_metric Physical implementation figures
# TYPE chip_impl_metric gauge
chip_impl_info{name="worstSetupEndpoint",value="wait_count[5]"} 1
chip_impl_metric{name="warning_count",unit=""} 27
chip_impl_metric{name="routedWlPerCell",unit="um"} 14.34
chip_impl_info{name="logic_family",value="AND-OR/OR-AND gates"} 1
chip_impl_info{name="most-common-layout-cells",value="clkdlybuf4s50_1, dfrtp_1, a22o_1"} 1
chip_impl_metric{name="crit_required",unit="ps"} 5180
chip_impl_metric{name="finalClockSkew",unit="ps"} 8.193
chip_impl_info{name="start_of_the_worst_register_to_register_path",value="cstate[2]"} 1
chip_impl_metric{name="post-cts-setup-buffer-count",unit=""} 0
chip_impl_metric{name="grt_antenna_before_repair",unit=""} 0
chip_impl_metric{name="synth_chip_area",unit="sq um"} 1784
chip_impl_info{name="worst-setup-path-type",value="reg2reg"} 1
chip_impl_metric{name="grt_max_degree",unit=""} 24
chip_impl_metric{name="overflow",unit=""} 0
chip_impl_metric{name="synth_stat.cells",unit=""} 152
chip_impl_metric{name="cellLeakagePower",unit="nW"} 0.8624
chip_impl_metric{name="largest_register_ff_count",unit=""} 16
chip_impl_metric{name="io_pins",unit=""} 21
chip_impl_metric{name="total_number_of_vias",unit=""} 1269
chip_impl_info{name="critPathLaunch",value="cstate[2]"} 1
chip_impl_metric{name="synthXorXnorAreaFrac",unit=""} 0.01473
chip_impl_metric{name="grt_pass1_vias",unit=""} 1184
chip_impl_metric{name="synthDistinctLibCells",unit=""} 39
chip_impl_metric{name="globalRouteMet1Util",unit=""} 0.2626
chip_impl_metric{name="grt_use_met3",unit=""} 0.03500
chip_impl_metric{name="mux_share_of_post_synthesis_cell_area",unit=""} 0.006311
chip_impl_metric{name="detail_route.wirelength",unit="um"} 3213
chip_impl_info{name="cts-root-buf",value="clkbuf_8"} 1
chip_impl_metric{name="setup_viol",unit=""} 0
chip_impl_info{name="tritoncts_clock_tree",value="yes"} 1
chip_impl_metric{name="period_needed",unit="ps"} 2772
chip_impl_metric{name="antenna-diode-count",unit=""} 0
chip_impl_info{name="timing.critical_path.from_type",value="flip-flop"} 1
chip_impl_metric{name="io_buffers",unit=""} 20
chip_impl_metric{name="yosysWarningCount",unit=""} 1
chip_impl_metric{name="reg2reg_slack",unit="ps"} 2230
chip_impl_metric{name="ys_sh_adder",unit=""} 0.03506
chip_impl_metric{name="clkTransAtPathRegs",unit="ps"} 70
chip_impl_metric{name="timing.slew.headroom",unit=""} 0.4734
chip_impl_metric{name="drt_first_iter_violations",unit=""} 62
chip_impl_metric{name="fp_util",unit=""} 0.4306
chip_impl_metric{name="drv.max_cap_violation_count",unit=""} 0
chip_impl_metric{name="dieHeight",unit="um"} 68.79
chip_impl_metric{name="final_cells",unit=""} 224
chip_impl_metric{name="synth-simple-area-share",unit=""} 0.1388
chip_impl_metric{name="synth_seq_share",unit=""} 0.5799
chip_impl_metric{name="finalHoldWorstSlack",unit="ps"} 456.7
chip_impl_metric{name="ir_worst_vdd",unit="V"} 0.0001422
chip_impl_metric{name="cts.sink_count",unit=""} 38
chip_impl_metric{name="cts_repair_resize_count",unit=""} 0
chip_impl_metric{name="cts_hold_repair.buffers",unit=""} 0
chip_impl_metric{name="final_max_slew_viol_count",unit=""} 0
chip_impl_metric{name="detail_route.vias_per_cell",unit=""} 5.665
chip_impl_metric{name="finalHoldViolCount",unit=""} 0
chip_impl_metric{name="grt_use_met2",unit=""} 0.2328
chip_impl_metric{name="timing.fmax",unit="MHz"} 360.8
chip_impl_metric{name="dp_hpwl",unit="um"} 2127
chip_impl_metric{name="die_width",unit="um"} 68.79
chip_impl_metric{name="place.detailed.instances",unit=""} 216
chip_impl_metric{name="remaining_drc_errors",unit=""} 0
chip_impl_info{name="rsz0062_at_grt",value="no"} 1
chip_impl_metric{name="timing_worst_slew_pin_value",unit="ps"} 787.3
chip_impl_info{name="endpoint_kind",value="flip-flop"} 1
chip_impl_metric{name="worst-path-max-fanout",unit=""} 21
chip_impl_metric{name="final_antenna_net_count",unit=""} 0
chip_impl_metric{name="grt_usage",unit=""} 0.1597
chip_impl_metric{name="cts_buffer_depth",unit=""} 2
chip_impl_metric{name="setup_tns",unit="ps"} 0
chip_impl_info{name="outcome",value="complete, no violations"} 1
chip_impl_metric{name="final_design_area_no_fill",unit="sq um"} 2163
chip_impl_metric{name="dieArea",unit="sq um"} 4731
chip_impl_info{name="min_path_type",value="reg2reg"} 1
chip_impl_metric{name="finalWeightedCongestion",unit=""} 0.8166
chip_impl_metric{name="grt_first_pass_wirelength",unit="um"} 5395
chip_impl_metric{name="placement_rows",unit=""} 23
chip_impl_metric{name="final_min_period_over_clock_period",unit=""} 0.5543
chip_impl_metric{name="timing.reg2reg.worst_path_depth",unit=""} 6
chip_impl_info{name="global_route.peak_usage_layer",value="met1"} 1
chip_impl_info{name="final_layout_top_logic_cell",value="clkdlybuf4s50_1"} 1
chip_impl_metric{name="critPathArrivalTime",unit="ps"} 2950
chip_impl_metric{name="synthCells",unit=""} 152
chip_impl_metric{name="design.core.area",unit="sq um"} 4144
chip_impl_metric{name="ys_seq_elements",unit=""} 38
chip_impl_metric{name="avgSynthCellArea",unit="sq um"} 11.74
chip_impl_metric{name="synthesis.area",unit="sq um"} 1784
chip_impl_metric{name="first_pass_iters",unit=""} 4
chip_impl_metric{name="placedInstanceArea",unit="sq um"} 2031
chip_impl_metric{name="synth.cellmix.compoundShare",unit=""} 0.1907
chip_impl_metric{name="drive_gt1_frac",unit=""} 0.1092
chip_impl_metric{name="cts_made_buffers",unit=""} 5
chip_impl_metric{name="power_density",unit="nW/um^2"} 301.9
chip_impl_info{name="crit-reg2reg-capture",value="wait_count[5]"} 1
chip_impl_metric{name="clk_latency",unit="ps"} 290
chip_impl_metric{name="syn2layout_area_growth",unit="%"} 21.25
chip_impl_metric{name="cts_htree_levels",unit=""} 2
[kinds of logic after synthesis]
group,after synthesis
compound gates,46
simple gates,43
flops,38
buf+inv,16
fa+ha+maj,5
xor+xnor,3
mux,1
[critical path, stage by stage (launching register included)]
cell and delay [ps]:
dfrtp_1 420, inv_2 70, nor3_4 670, inv_2 260, or4_1 700, a21boi_1 200
mux2_2 340
[per-layer routing]
metal / part of all wire / routed length, um
met5: 0 / 0
met4: 0.019 / 61
met2: 0.45 / 1433
met1: 0.49 / 1572
met3: 0.045 / 145
[report_power, final]
| group | switching (mW) | total [mW] | leakage, nW | internal (mW) |
|---|---|---|---|---|
| clock network | 0.107 | 0.305 | 0.0658 | 0.197 |
| logic | 0.00602 | 0.0203 | 0.385 | 0.0142 |
| registers | 0.000979 | 0.328 | 0.412 | 0.327 |
[synth_stat cells, drive strengths merged]
library cell  count  share of area
a211o             1         0.0049
a21boi            1         0.0042
a21o              1         0.0042
a21oi             4          0.011
a22o             17          0.083
a22oi             1         0.0042
a31oi             3          0.011
and2              4          0.015
and4              1         0.0049
and4b             1         0.0056
buf               1         0.0028
clkbuf            7          0.015
dfrtp            19           0.27
dfstp             3          0.044
edfxtp           16           0.27
ha                5          0.035
inv               8          0.017
mux2              1         0.0063
nand2             9          0.019
nand2b            3          0.011
nand3            10          0.028
nand4             1         0.0035
nand4b            1         0.0049
nor2              4         0.0084
nor2b             2         0.0070
nor3              5          0.020
nor3b             1         0.0070
o21a              2         0.0084
o21ai            10          0.028
o311ai            1         0.0049
o31ai             3          0.013
o41ai             2          0.014
or4               1         0.0042
xnor2             2         0.0098
xor2              1         0.0049
[metrics by stage]
| stage | power (mW) | setup WS, ps | util |
|---|---|---|---|
| 2_1_floorplan | 0.3370 | 3104 | - |
| 3_5_place_dp | 0.3554 | 2206 | 0.4900 |
| 5_1_grt | 0.6696 | 2039 | 0.5220 |
| 3_3_place_gp | 0.3548 | 2241 | 0.4900 |
| 4_1_cts | 0.6582 | 2207 | 0.5220 |
| 6_report | 0.6532 | 2228 | 0.5220 |
[worst min path at each step]
stage	from	endpoint	slack, ps	cells past startpoint
after CTS	p_count[0]	p_count[0]	460	1
after global routing	p_count[0]	p_count[0]	480	1
final	p_count[0]	p_count[0]	460	1
[layout make-up]
type | count | area, sq um
timing repair buffer | 22 | 215.2
sequential | 38 | 1035
tap | 50 | 62.56
inverter | 8 | 30.03
clock buffer | 5 | 68.82
fill | 351 | 1981
clock inverter | 3 | 63.81
multi-input combinational | 98 | 688.2
Power is estimated from default activity; no workload was simulated.
